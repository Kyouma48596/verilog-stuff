File: flow/design.v
module adder
#(parameter N = 8)
(
    input wire [N-1:0] A,B,
    output wire [N-1:0] sum
);
assign sum = A + B;
endmodule
module counter
#(parameter N = 8)
(
    input wire clk, reset, load, dec,
    input wire [N-1:0] data_in,
    output wire [N-1:0] count
);
reg [N-1:0] r_contents;
wire [N-1:0] r_next;
always @(posedge clk or posedge reset)
    begin
        if(reset) r_contents <= 0;
        else r_contents <= r_next;
    end
assign r_next = (load==1'b1) ? data_in :
                (dec==1'b1) ? r_contents - 1 :
                r_contents;
assign count = r_contents;
endmodule
module comparator
#(parameter N = 8)
(
    input wire [N-1:0] A,
    output wire eq 
);
assign eq = (A=={N{1'b0}}) ? 1'b1 : 1'b0;
endmodule
module register
#(parameter N = 8)
(
    input wire clk, reset, load, clr,
    input wire [N-1:0] data_in,
    output wire [N-1:0] out
);
reg [N-1:0] r_contents;
wire [N-1:0] r_next;
always @(posedge clk or posedge reset)
    begin
        if(reset) r_contents = 0;
        else r_contents = r_next;
    end
assign r_next = (load==1'b1) ? data_in :
                (clr==1'b1) ? 0 :
                r_contents;
assign out = r_contents;
endmodule
module multiplier_DP
(
    input wire ldA, ldP, clrP, ldB, decB, clk,
    input wire [7:0] data_in,
    output wire eq
);
wire [7:0] bus;
wire [7:0] A_out, B_out, Z_out, P_out;
supply0 gnd;
assign bus = data_in;
counter #(.N(8)) B (.clk(clk), .reset(gnd), .load(ldB), .dec(decB), .data_in(bus), .count(B_out));
adder #(.N(8)) Z (.A(A_out), .B(P_out), .sum(Z_out));
register #(.N(8)) A (.clk(clk), .reset(gnd), .load(ldA), .clr(gnd), .data_in(bus), .out(A_out));
register #(.N(8)) P (.clk(clk), .reset(clrP), .load(ldP), .clr(gnd), .data_in(Z_out), .out(P_out));
comparator C (.A(B_out), .eq(eq));
endmodule
File: flow/run.sh
#!/bin/bash
# OpenROAD 26Q1-2900-gdf79404cd8, Yosys 0.63+post, stock flow scripts
make -C /OpenROAD-flow-scripts/flow DESIGN_CONFIG=/design/flow/config.mk WORK_HOME=/design/flow/orfs finish
File: flow/config.mk
export PLATFORM = sky130hd
export DESIGN_NAME = multiplier_DP
export DESIGN_NICKNAME = multiplier_DP
export VERILOG_FILES = /design/flow/design.v
export SDC_FILE = /design/flow/constraint.sdc
export NUM_CORES = 4
export LEC_CHECK = 1
export CORE_AREA = 10 10 70 70
export DIE_AREA = 0 0 80 80
File: flow/constraint.sdc
current_design multiplier_DP

set clk_period 2.9
set clk_io_pct 0.2

create_clock -name clk0 -period $clk_period [get_ports {clk}]

set non_clock_inputs [all_inputs -no_clocks]
set_input_delay [expr $clk_period * $clk_io_pct] -clock clk0 $non_clock_inputs
set_output_delay [expr $clk_period * $clk_io_pct] -clock clk0 [all_outputs]
==> run notes <==
Figures from the flow reports.

Setup path:
- Per STA, the worst path is made up of or4_1 -> nor4b_1 -> clkdlybuf4s50_1.
- The run puts the worst path buffer plus inverter count at 1.
- The worst setup path is captured at an output port.
- The run puts the largest fanout on the critical path at 5.
- The run gives the slowest library cell on the worst path as or4_1.
- The data required time reported for the critical path is 2.32 ns.
- The critical path is of the flip-flop to output port type.
- Among cell families on the critical path, the largest total delay comes from simple AND/OR/NAND/NOR gates.
- The run gives the peak per-stage delay on the critical path as 0.58 ns.
- The run gives the data arrival time at the worst-slack endpoint as 2.09 ns.
- The worst setup path is launched from a flip-flop.

Detailed routing:
- The run puts the wire length reported by the detailed router at 1080 um.
- The number of antenna diodes in the final layout is 0.
- The run puts the number of vias per cell at 3.69.
- The detail route stage leaves a number of antenna-violating nets equal to 0.
- The run puts the via count at 387.
- The run gives the iteration-0 DRC count of the detailed router as 32.
- The run gives the remaining routing DRC violations as 0.
- The run puts the routed length per instance at 10.3 um.
- The run puts the number of iterations in the first detailed-routing pass at 3.

Synthesis:
- Of the total synthesized cell area, the portion taken by AND, OR, NAND and NOR gates is 24.9%.
- The run gives the count of synthesis-stage warnings from yosys as 2.
- The run puts the yosys cell count at 46.
- The synthesis stat section lists a flop and latch total of 8.
- The run puts the share of cell area taken by muxes after synthesis at 0%.
- The run puts the area share of fa/ha/maj cells after synthesis at 5.25%.
- In the synthesized netlist, the dominant kind of combinational cell is simple AND/OR/NAND/NOR gates.
- The run puts the top-area cell type share of the netlist area at 50.4%.
- The run gives the chip area estimate from yosys synthesis as 477 um^2.
- The run gives the area share of and-or/or-and cells after synthesis as 12.6%.
- The run gives the cell type with the largest total area as edfxtp_1.
- Sorting the synthesized cells by area gives the leading types as edfxtp_1 (50%), or4_1 (6.3%), nand2_1 (5.5%).
- The run gives the share of synthesized area occupied by flip-flops and latches as 50.4%.
- The netlist uses 19 different library cells.
- Per the post-synthesis stats, the area per cell is 10.4 um^2.
- The run gives the post-synthesis xor/xnor area fraction as 3.67%.
- The run gives the gate count after technology mapping as 46.
- The run puts the post-synth design cell area at 477 um^2.

Clock network:
- The run gives the clock insertion delay at the later pin of the skew report as 0.26 ns.
- Per the CTS log, the buffer count on the longest clock path is 2.
- The run puts the number of buffers inserted for hold repair after clock tree synthesis at 0.
- Gates resized during post-CTS repair numbered 0.
- TritonCTS built the clock tree.
- Per the CTS log, the maximum H-tree level is 1.
- Looking at the post-CTS report, the setup buffer insertion count equals 0.
- The run gives the root cell of the clock tree as clkbuf_4.
- The run puts the CTS sink count at 8.
- The run puts the clock transition at the register clock pins on the worst setup and hold paths after CTS at 0.06 ns.
- Counting the buffers created by CTS gives 3.

Cells and area:
- The run gives the flip-flop count of the largest register after layout as 8.
- The run gives the register containing the most flip-flops in the final layout as B.r_contents.
- In the final layout, the registers with the most flip-flops are B.r_contents (8).
- The run puts the area growth from synthesis to layout at 39.1%.
- Per the final layout report, the fraction of cells sized above drive strength 1 comes to 10.2%.

Power and ir drop:
- The leakage power in the latest report is 0.226 nW.
- Power spread over the standard cell area amounts to 451 nW/um^2.
- The design draws 0.299 mW.
- The run gives the worst-case vdd ir drop as 200 uV.

Final timing:
- The run puts the final critical-path required period at 2.67 ns.
- The final timing report counts setup violations totalling 0.
- The run puts the setup TNS at 0 ns.
- The slew check shows that the tightest pin keeps a relative margin of 72.2%.
- The run puts the total count of max-transition violations in the final report at 0.
- Setup repair after global routing left no endpoint under its margin.
- Looking at the max-slew report, the worst-margin pin has a slew of 0.415 ns.
- The clock arrives with 0.00783 ns of skew.
- Hold-check failures listed in the final report amount to 0.
- The run puts the top achievable clock speed at 375 MHz.
- The final critical path takes up 92.1% of the cycle.

GRT:
- The run gives the largest net degree at the start of global routing as 15.
- The run puts the via count of the first global-routing pass at 406.
- The run puts the initial antenna violation count at 0.
- Global routing finished with a remaining overflow of 0.
- The run puts the aggregate global-route resource usage at 3.42%.
- The run gives the first-pass GRT wire length as 1730 um.

Run status:
- The flow ran to the end, and the final reports show no timing, DRC or antenna violations.

Worst hold path:
- The run gives the class of the most critical hold timing path as flip-flop to flip-flop.

Place:
- After its last routability iteration, the placer logged a weighted congestion of 0.762.
- The buffer_ports step reported a buffer count of 11.

Flow run:
- The run reported a max-capacitance violation count of 0.
- The run gives the OpenROAD warning count as 29.

Floorplan:
- The run puts the I/O pin total at 15.
- The run gives the die width as 80 um.
- The die is 80 um tall.
- The floorplan has 21 rows.
- The run gives the total core area as 3420 um^2.
- The run gives the core utilization at floorplan as 14.0%.
- The floorplan step defined a die boundary enclosing 6400 um^2.
[placed cells by master, fill, tap and decap left out, drive strengths merged]
| master | instances |
|---|---|
| nand2 | 7 |
| inv | 3 |
| or3 | 1 |
| a31oi | 2 |
| clkbuf | 3 |
| or2 | 1 |
| clkdlybuf4s50 | 11 |
| xor2 | 1 |
| nand2b | 1 |
| xnor2 | 1 |
| nand3 | 1 |
| o31ai | 1 |
| or4b | 1 |
| nor2 | 3 |
| or4 | 4 |
| nor4b | 1 |
| o211ai | 2 |
| o21ai | 5 |
| edfxtp | 8 |
| ha | 2 |
[power breakdown]
part           leakage (nW)  switching (mW)  internal [mW]
clock                0.0138          0.0376         0.0473
sequential           0.0823          0.0134          0.146
combinational         0.130          0.0239         0.0309
[path summary, 6_finish.rpt]
kind              depth (start not counted)            start  slack [ns]              end
setup / recovery                          3  B.r_contents[4]        0.23               eq
hold / removal                            1  B.r_contents[0]        0.62  B.r_contents[0]
setup reg to reg                          5  B.r_contents[0]        1.07  B.r_contents[6]
hold reg to reg                           1  B.r_contents[0]        0.62  B.r_contents[0]
[stage by stage]
step	worst slack, ns	cell area [um^2]	instances	util (%)	hold WS [ns]
global placement	0.497	641	102	18.8	0.594
floorplan	1.15	477	46	-	0.574
global route	0.0804	663	105	19.4	0.655
CTS	0.194	663	105	19.4	0.620
finish	0.230	663	105	19.4	0.616
detailed placement	0.481	641	102	18.8	0.611
[final cells by class]
| type | count | area (um^2) |
|---|---|---|
| clock buffers | 3 | 22.5 |
| fillers | 391 | 2750 |
| inverters | 3 | 11.3 |
| multi-input cells | 34 | 221 |
| flip-flops and latches | 8 | 240 |
| well taps | 46 | 57.6 |
| repair buffers | 11 | 110 |
[cell families (layout without fill, tap and decap cells)]
group           after synthesis  in the layout
compound gates               10             10
xor+xnor                      2              2
fa+ha+maj                     2              2
buf+inv                       4             17
flops                         8              8
simple gates                 20             20
[cells in the mapped netlist]
cell type,n
a31oi_1,2
clkbuf_1,1
edfxtp_1,8
ha_1,2
inv_1,3
nand2_1,7
nand2b_1,1
nand3_1,1
nor2_1,3
nor4b_1,1
o211ai_1,2
o21ai_0,5
o31ai_1,1
or2_2,1
or3_4,1
or4_1,4
or4b_4,1
xnor2_1,1
xor2_1,1
[metal layers]
layer  global-route usage, %  part of all wire (%)  up-vias
met5                       0                     0        -
met3                    2.05                   5.6        0
met1                    3.99                    47      178
met2                    5.62                    47       10
met4                       0                     0        0
li1                        -                     -      199
Power and IR drop assume default switching activity.
