<file path="design.v">
module UART_reciever
#(parameter D_BIT = 8'd8, S_BIT = 8'd1)
(
    input wire rx, clk, baud_sample_tick, reset,
    output [D_BIT-1:0] d_out,
    output wire rx_done
);
localparam IDLE = 2'b00, START = 2'b01, DATA = 2'b10, STOP = 2'b11;
reg [3:0] s_count, s_count_next;
reg [D_BIT:0] b, b_next;
reg [3:0] n, n_next;
reg [1:0] state_reg, state_next;
reg done;
always @(posedge clk or posedge reset)
    begin
        if(reset)
            begin
                state_reg <= 0;
                s_count <= 0;
                b <= 0;
                n <= 0;
            end
        else 
            begin
                state_reg <= state_next;
                s_count <= s_count_next;
                n <= n_next;
                b <= b_next;
            end
    end
always @(*)
    begin
        state_next = state_reg;
        b_next = b;
        n_next = n;
        s_count_next = s_count;
        done = 0;
        case (state_reg)
        IDLE :
            begin
                if(rx==0)
                    begin
                        state_next = START;
                        s_count_next = 0;
                    end
            end
        START :
            begin
                if(baud_sample_tick)
                    begin
                        if(s_count==4'd7)
                            begin
                                s_count_next = 0;
                                n_next = 0;
                                state_next = DATA;
                            end
                        else 
                            begin
                                s_count_next = s_count + 1;
                            end
                    end
            end
        DATA :
            begin
                if(baud_sample_tick)
                    begin
                        if(s_count==4'd15)
                            begin
                                n_next = n + 1;
                                s_count_next = 0;
                                b_next = {rx, b[7:1]};
                                if(n_next==D_BIT)
                                    begin
                                        state_next = STOP;
                                        n_next = 0;
                                        s_count_next = 0;
                                    end
                                else
                                    begin
                                        state_next = DATA;
                                    end
                            end
                        else 
                            begin
                                s_count_next = s_count + 1;
                            end
                    end
            end
        STOP :
            begin
                if(baud_sample_tick)
                    begin
                        if(s_count==S_BIT-1)
                            begin
                                state_next = IDLE;
                                done = 1;
                                s_count_next = 0;
                                b_next = 0;
                                n_next = 0;
                            end
                        else 
                            begin
                                s_count_next = s_count + 1;
                            end
                    end
            end
        default :
            begin
                state_next = IDLE;
                b_next = 0;
                s_count_next = 0;
                n_next = 0;
                done = 0;
            end
        endcase
    end
assign rx_done = done;
assign d_out = b;
endmodule
</file>
<file path="run.sh">
#!/bin/bash
# OpenROAD 26Q1-2900-gdf79404cd8, Yosys 0.63+post, stock flow scripts
make -C /OpenROAD-flow-scripts/flow DESIGN_CONFIG=/design/flow/config.mk WORK_HOME=/design/flow/orfs finish
</file>
<file path="config.mk">
export PLATFORM = sky130hd
export DESIGN_NAME = UART_reciever
export DESIGN_NICKNAME = UART_reciever
export VERILOG_FILES = /design/flow/design.v
export SDC_FILE = /design/flow/constraint.sdc
export NUM_CORES = 4
export LEC_CHECK = 1
export CORE_AREA = 10 10 95 95
export DIE_AREA = 0 0 105 105
</file>
<file path="constraint.sdc">
current_design UART_reciever

set clk_period 3.7
set clk_io_pct 0.2

create_clock -name clk0 -period $clk_period [get_ports {clk}]

set non_clock_inputs [all_inputs -no_clocks]
set_input_delay [expr $clk_period * $clk_io_pct] -clock clk0 $non_clock_inputs
set_output_delay [expr $clk_period * $clk_io_pct] -clock clk0 [all_outputs]
</file>
==> qor.csv <==
stage,metric,value,unit
synthesis,yosys cell count,107,
finish,Flop area,501.7,sq um
synthesis,"Chip Area, Yosys",1212,sq um
finish,Largest register FFs,8,
global_route,initial antenna violation count,0,
timing,RSZ-0062 raised after global routing,false,
timing,Setup Skew,0.005731,ns
run,Log Warnings,27,
synthesis,Synth area leader,dfrtp_1,
cts,H-tree depth,1,
floorplanning,Core Area,6907,sq um
place,dpl hpwl,1.646,mm
cts,Sink Count,20,
critical_path,CP Launch Type,input pin,
place,placed instance area,1421,sq um
run,MaxCap Viol Count,0,
floorplanning,starting density of the core,17.55,%
power_and_ir_drop,Worst VDD drop,0.0002083,V
finish,share of cells above drive strength 1,20.17,%
synthesis,Mapped Cells,107,
timing,Setup WS post-layout,0.9855,ns
critical_path,worst-path fanout max,6,
timing,"Hold Vio Cnt, Final",0,
synthesis,Syn. warnings,1,
critical_path,Setup Crit Path Kind,input pin to primary output,
routing,routed via count,791,
place,IO Port Bufs,12,
power_and_ir_drop,combinational share of power,31.3,%
synthesis,"Avg Cell Area, Syn",11.33,sq um
timing,"Min Clock Period, post-route",2.714,ns
cts,CTS root buf,clkbuf_8,
cts,hold_buf cts,0,
power_and_ir_drop,fraction of power spent switching nets,32.54,%
timing,Slew Limit Fails,0,
global_route,vias in the first global route,809,
routing,Initial DRC Count,25,
timing,worst-margin pin slew,0.7798,ns
synthesis,Post-synth regs,20,
finish,area delta synth->final,23.12,%
cts,clk slew on worst S/H paths,0.08,ns
finish,Finished Cell Area,1493,sq um
routing,diodes inserted,0,
place,dpl cells,211,
finish,Biggest register,b,
place,GPL Wtd Cong,0.8111,
power_and_ir_drop,Clock Power Share,26.1,%
critical_path,arrival time at the worst endpoint,1.97,ns
synthesis,Cell area leaders,"dfrtp_1 (39%), mux2_4 (12%), ha_1 (4.1%)",
critical_path,"Req. time, crit path",2.96,ns
routing,Routed Wire Length,2.213,mm
global_route,GR Util All Layers,4.226,%
routing,DR vias/cell,3.679,
cts,clk latency late pin,0.26,ns
global_route,first-pass GRT wire length,4.036,mm
global_route,total congestion overflow,0,
timing,Final TNS setup,0,ns
routing,DRC Markers,0,
timing,Max Clock Freq,368.4,MHz
timing,cycle use final,73.36,%
cts,CTS tree,built,
floorplanning,full die area,11030,sq um
status,run status,"finished, final reports clean",
timing,worst hold slack,0.5242,ns
global_route,pin count of the biggest net entering global routing,21,
finish,Filler Cell Count,744,
cts,total CTS buffers,3,
finish,comb. cell area,653.1,sq um
floorplanning,Die H,105,um
power_and_ir_drop,sequential share of power,42.6,%
timing,Rel. slew slack,47.96,%
synthesis,Yosys top cell area share,39.22,%
power_and_ir_drop,Sw Pwr,0.2707,mW
cts,Post-CTS Setup Bufs,0,
place,pre-CTS setup slack,0.9792,ns
floorplanning,Ports,13,
routing,WL/cell,10.29,um
cts,Longest Clk Path Bufs,2,
power_and_ir_drop,PD cells,557.3,nW/um^2
cts,PostCTS Resize Cnt,0,
power_and_ir_drop,Leak,0.6647,nW
finish,Non-Filler Instances,215,
routing,Final ANT Viol Nets,0,
power_and_ir_drop,Cell Int Power,0.5612,mW
floorplanning,die x size,105,um
timing,final setup violation count,0,
synthesis,count of cell types in the netlist,38,
synthesis,"Seq/Total Area, Yosys",41.38,%
critical_path,crit path capture type,primary output,
min_path,HP Class,flop to flop,
synthesis,Mapped Area,1212,sq um
routing,DR pass1 iterations,4,
floorplanning,row cnt,30,
## synthesized netlist by cell type (all sizes together)
cell and instances:
nor3 3, dfrtp 19, nand3 3, nor2b 5, a21o 1, mux2 10
o21ai 7, and4b 1, nand2 9, and2 1, a32o 1, a41oi 1
o2bb2ai 1, buf 3, and2b 5, o22ai 3, clkbuf 1, o31a 1
xor2 1, nor2 6, a31oi 1, or3b 1, mux2i 1, a21oi 2
nor3b 2, o21ba 1, dfstp 1, ha 4, nor4b 2, nand3b 1
inv 7, o21a 2
## power groups by stage
stage	Sequential, mW	Clock [mW]	Combinational [mW]
finish	0.354	0.217	0.261
global route	0.367	0.235	0.300
CTS	0.355	0.226	0.264
## stage by stage
stage                     total power, mW  utilization [%]
final                              0.8319            21.61
after global routing               0.9031            21.61
after floorplan                    0.5742                -
after global placement             0.6175            20.58
after CTS                          0.8445            21.61
after detailed placement           0.6205            20.58
## path summary, 6_finish.rpt
path | from | endpoint | slack (ns) | cells after the start
worst max-delay path | baud_sample_tick | rx_done | 0.99 | 4
worst min-delay path | b[0] | b[0] | 0.52 | 1
worst max register to register | s_count[0] | b[4] | 1.93 | 5
worst min register to register | b[0] | b[0] | 0.52 | 1
max in group asynchronous | reset | n[0] | 2.29 | 2
min in group asynchronous | reset | n[1] | 0.92 | 2
## area by class of cell
type                    count  area share (%)
well taps                  96           8.047
multi-input cells          76           43.76
repair buffers             12           8.047
clock inverters             1           2.012
flip-flops and latches     20           33.61
inverters                   7           1.760
clock buffers               3           2.766
## cells in the final DEF, fill, tap and decap left out, types with 3 or more instances in the layout
cell and n:
nand2_1 7, ha_1 4, clkdlybuf4s50_1 12, nor3_1 3, o21ai_0 7, and2b_1 5, inv_1 7, mux2_4 10
clkbuf_8 3, dfrtp_1 19, nor2b_1 5, nand3_1 3, nor2_1 5
## critical path: stages
cell and delay, ns:
clkdlybuf4s50_1 0.56, nand2_1 0.11, nor2_1 0.09, clkdlybuf4s50_1 0.47
## cells by family (layout without fill, tap and decap cells)
logic type / count (synthesis) / in the layout / synth area share, %
flops: 20 / 20 / 41.38
simple gates: 39 / 39 / 23.12
buf+inv: 11 / 23 / 4.747
fa+ha+maj: 4 / 4 / 4.128
xor+xnor: 1 / 1 / 0.7225
mux: 11 / 11 / 13.21
compound gates: 21 / 21 / 12.69
## routing by layer
layer | track usage [%] | routed length [um]
met4 | 0.1961 | 0
met1 | 6.070 | 1125
met2 | 6.406 | 995
met3 | 1.304 | 91
met5 | 0 | 0
Power is estimated from default activity; no workload was simulated.
