==> flow/design.v <==
module uni_counter
#(parameter N = 8)
(
    input wire clk, reset, syn_clr,
    input wire [1:0] ctrl,
    input wire [N-1:0] data_in,
    output wire [N-1:0] count
);
localparam COUNT_UP = 2'b00, COUNT_DOWN = 2'b01, PAUSE = 2'b10, LOAD = 2'b11;
reg [N-1:0] r_contents;
wire [N-1:0] r_next;
always @(posedge clk or posedge reset)
    begin
        if(reset) r_contents = {N{1'b0}};
        else if(syn_clr) r_contents = {N{1'b0}};
        else r_contents = r_next;
    end
assign r_next = (ctrl==COUNT_UP) ? r_contents + 1 :
                (ctrl==COUNT_DOWN) ? r_contents - 1 :
                (ctrl==LOAD) ? data_in :
                (ctrl==PAUSE) ? r_contents :
                r_contents;
assign count = r_contents;
endmodule
==> flow/run.sh <==
#!/bin/bash
# OpenROAD 26Q1-2900-gdf79404cd8, Yosys 0.63+post, stock flow scripts
make -C /OpenROAD-flow-scripts/flow DESIGN_CONFIG=/design/flow/config.mk WORK_HOME=/design/flow/orfs finish
==> flow/config.mk <==
export PLATFORM = sky130hd
export DESIGN_NAME = uni_counter
export DESIGN_NICKNAME = uni_counter
export VERILOG_FILES = /design/flow/design.v
export SDC_FILE = /design/flow/constraint.sdc
export NUM_CORES = 4
export LEC_CHECK = 1
export CORE_AREA = 10 10 87 87
export DIE_AREA = 0 0 97 97
==> flow/constraint.sdc <==
current_design uni_counter

set clk_period 2.5
set clk_io_pct 0.2

create_clock -name clk0 -period $clk_period [get_ports {clk}]

set non_clock_inputs [all_inputs -no_clocks]
set_input_delay [expr $clk_period * $clk_io_pct] -clock clk0 $non_clock_inputs
set_output_delay [expr $clk_period * $clk_io_pct] -clock clk0 [all_outputs]
==> impl_metrics.json <==
{
  "critical_path_class": "reg -> reg",
  "clock_path_buffers": 2,
  "relSlewSlack_pct": 73.6,
  "preCtsSetupSlack_ns": 0.412,
  "timing_max_transition_violations_final": 0,
  "route.antenna.remaining_nets": 0,
  "flow.area_growth_from_synthesis_pct": 48.5,
  "place_hpwl_um": 1720,
  "lay_top_cells": "clkdlybuf4s50_1, dfrtp_1, nand2_1, inv_1, nor3_1",
  "tritoncts": "done",
  "route.final.wire_length_um": 2130,
  "critPathRequiredTime_ns": 2.61,
  "grt_max_degree": 12,
  "core_util_floorplan_pct": 12.3,
  "core_area_sq_um": 5640,
  "synth.lib_cells_used.distinct": 33,
  "slowest_delay_ns": 0.48,
  "dr.first_iter.drc_count": 49,
  "yosysTopAreaCellShare_pct": 28.9,
  "yosysWarningCount": 1,
  "grt.total_usage_pct": 4.50,
  "r2r_start": "r_contents[0]",
  "finalCritPeriodShare_pct": 75.2,
  "cts-root-buf": "clkbuf_8",
  "largest_reg_flops": 8,
  "cts_post_setup_buffers_inserted": 0,
  "cts-htree-levels": 1,
  "worst_ir_drop_vdd_mv": 0.126,
  "finalWorstPathRequiredPeriod_ns": 1.88,
  "io_pins": 21,
  "synthDominantAreaCellType": "dfrtp_1",
  "lay_top_count": "clkdlybuf4s50_1",
  "synth-edff-count": 0,
  "post_drt_wl_per_cell_um": 11.8,
  "yosys-stat-area_sq_um": 692,
  "status": "completed",
  "antenna_found_initial": 0,
  "synth.yosys.seq_area_share_pct": 28.9,
  "top_cells_by_area": "dfrtp_1, nor3_1, mux2i_1",
  "worst_setup_hold_path_clk_slew_ns": 0.04,
  "totalNegativeSetupSlack_ns": 0,
  "clock_buffer_count_from_cts": 3,
  "postLayoutSetupSlackWorst_ns": 0.619,
  "count_of_inserted_antenna_diode_cells": 0,
  "chip_area_sq_um": 9410,
  "endpoint_kind": "flip-flop",
  "drt-vias-per-instance": 3.89,
  "timing.critical_path.fanout_max": 7,
  "leakage_nw": 0.393,
  "remaining_global_route_overflow": 0,
  "die.size.y_um": 97,
  "power_density_nw_per_um2": 444,
  "setup-violations-final": 0,
  "timing.critical_path.from_type": "flip-flop",
  "r2r_setup_slk_ns": 0.62,
  "standard_cell_rows": 27,
  "worst_hold_path_type": "in -> async",
  "worstMarginPinSlew_ns": 0.391,
  "place.port_buffers": 20,
  "critical-path-top-delay-family": "simple AND/OR/NAND/NOR gates",
  "vias": 701,
  "first_pass_grt_wire_length_um": 3550,
  "synth_flops": 8,
  "finalCoreUtilization_pct": 18.2,
  "synthCells": 87,
  "hold_buffers": 0,
  "fmaxAchievable_mhz": 532,
  "timing.critical_path.cells": "inv_1 -> ha_1 -> or3b_2 -> nor3_1 -> xor2_1 -> o311a_1",
  "worstSetupStartpoint": "r_contents[0]",
  "timing.reg2reg.worst_path_depth": 6,
  "worst_path_max_delay_cell": "or3b_2",
  "crit_cells": 6,
  "drt_pre_antenna_iters": 4,
  "design_power_total_mw": 0.456,
  "yosys_cells": 87,
  "critical_path.n_buffers_inverters": 1,
  "syn_area_sq_um": 692,
  "avgSynthCellArea_sq_um": 7.95,
  "drcViolationCount": 0,
  "max_cap_viols": 0,
  "cp-endpoint": "r_contents[6]",
  "warnings": 26,
  "post_cts_resize_count": 0,
  "clkLatencyLatePin_ns": 0.23,
  "synth-async-reset-ratio_pct": 100,
  "ys_dominant_reg_cell": "dfrtp_1",
  "worst_hold_slack_ns": 0.540,
  "rr_endpoint": "r_contents[6]",
  "timing.clock.skew_ns": 0.00128,
  "timing_hold_violations_final": 0,
  "critical_path_arrival_ns": 1.99,
  "die_w_um": 97,
  "unrepaired_setup_endpoints_after_global_routing": "false",
  "post_route_cells_drive_above_1_share_pct": 11.1,
  "first_global_vias": 682,
  "finalWeightedCongestion": 0.795,
  "sinks_on_clock_net": 8
}
-- power breakdown --
part / total [mW] / internal, mW / leakage [nW] / switching, mW
Clock: 0.156 / 0.104 / 0.0216 / 0.0516
Sequential: 0.166 / 0.142 / 0.104 / 0.0236
Combinational: 0.134 / 0.0803 / 0.268 / 0.0538
-- worst min path at each step --
stage | end | slack (ns)
after CTS | r_contents[7] | 0.55
after global routing | r_contents[7] | 0.58
final | r_contents[7] | 0.54
-- cell type report --
class                      count  area, sq um
tap                           72         90.1
multi-input combinational     66          439
fill                         620         4610
clock buffer                   3         41.3
inverter                       7         26.3
timing repair buffer          24          230
sequential                     8          200
-- synthesized netlist by cell type, drive strengths merged, types with 3 or more instances --
master  count
buf         3
clkbuf      3
dfrtp       8
inv         7
mux2i       3
nand2       7
nor2        5
nor3        7
o21a        3
o21ai       4
o21bai      3
or4         4
-- metal layers --
metal	part of all wire (%)	vias to the layer above	GRT usage, %
met1	49	319	6.25
met4	0.70	0	0.564
met2	44	17	6.70
met5	0	-	0
li1	-	363	-
met3	6.2	2	1.58
-- worst reg2reg max path: stages (launching register included) --
cell and delay, ns:
dfrtp_1 0.44, inv_1 0.10, ha_1 0.16, or3b_2 0.48, nor3_1 0.19, xor2_1 0.09, o311a_1 0.29
-- per-stage QoR --
step | area (sq um) | cells
2_1_floorplan | 692 | 87
3_3_place_gp | 986 | 177
3_5_place_dp | 986 | 177
4_1_cts | 1030 | 180
5_1_grt | 1030 | 180
6_report | 1030 | 180
-- logic make-up (layout without fill, tap and decap cells) --
family                     Yosys count  in the layout  synth area share [%]
and+or+nand+nor                     36             36                  29.1
AOI/OAI and AO/OA                   22             22                  22.2
buffers and inverters               13             34                  7.59
DFF                                  8              8                  28.9
muxes                                4              4                  5.97
adders and majority gates            2              2                  3.62
xor gates and xnor gates             2              2                  2.53
Power and IR drop assume default switching activity.
